==> design/flow/design.v <==
`timescale 1ns / 1ps
module router_fifo(clk,rstn,soft_rst,write_enb,read_enb,lfd_state,data_in,empty,full,data_out);
        input clk,rstn,soft_rst;
        input write_enb,read_enb,lfd_state;
        input [7:0] data_in;
        output empty,full,data_out;
        reg [7:0] data_out;
        reg [4:0] rd_pointer, wr_pointer;
        reg [6:0] count;
        reg [8:0] mem [15:0];  
        reg lfd_state_t;
        integer i;
        always@(posedge clk)
        begin
            if(!rstn)
            lfd_state_t <= 0;
            else
            lfd_state_t <= lfd_state;
        end
        always@(posedge clk)
        begin
            if(!rstn)
            data_out <= 8'b0;
            else if(soft_rst)
            data_out <= 8'bz;
            else if(count == 0)
            data_out <= 8'bz;
            else if((read_enb)&&(!empty))
            data_out <= mem[rd_pointer[3:0]][7:0];
        end
        always@(posedge clk)
        begin
            if((!rstn) || (soft_rst))
            begin
                for(i=0;i<16;i=i+1)
                mem[i] <= 0;
            end
            else if((write_enb) && (!full))
            begin
                if(lfd_state_t)
                begin
                    mem[wr_pointer[3:0]][8] <= 1'b1;
                    mem[wr_pointer[3:0]][7:0] <= data_in;
                end
                else
                begin
                    mem[wr_pointer[3:0]][8] <= 1'b0;
                    mem[wr_pointer[3:0]][7:0] <= data_in;
                end
            end
         end
         always@(posedge clk)
         begin
            if(!rstn)
            begin
                wr_pointer <= 1'b0;
            end
            else if((write_enb) && (!full))
            begin
                wr_pointer <= wr_pointer + 1'b1;
            end
         end
         always@(posedge clk)
         begin
            if(!rstn)
            begin
                rd_pointer <= 1'b0;
            end
            else if((read_enb) && (!empty))
            begin
                rd_pointer <= rd_pointer + 1'b1;
            end
         end
         always@(posedge clk)
         begin
            if((read_enb) && (!empty))
            begin
                if(mem[rd_pointer[3:0]][8] == 1'b1)
                count <= mem[rd_pointer[3:0]][7:2] + 1'b1;
                else if(count != 0)
                count <= count - 1;
            end
         end
         assign full = (wr_pointer == ({~rd_pointer[4],rd_pointer[3:0]}));
         assign empty = (rd_pointer == wr_pointer);
endmodule
==> design/flow/run.sh <==
#!/bin/bash
# OpenROAD 26Q1-2900-gdf79404cd8, Yosys 0.63+post, stock flow scripts
make -C /OpenROAD-flow-scripts/flow DESIGN_CONFIG=/design/flow/config.mk WORK_HOME=/design/flow/orfs finish
==> design/flow/config.mk <==
export PLATFORM = sky130hd
export DESIGN_NAME = router_fifo
export DESIGN_NICKNAME = router_fifo
export VERILOG_FILES = /design/flow/design.v
export SDC_FILE = /design/flow/constraint.sdc
export NUM_CORES = 4
export LEC_CHECK = 1
export CORE_UTILIZATION = 30
export SYNTH_HDL_FRONTEND = slang
==> design/flow/constraint.sdc <==
current_design router_fifo

set clk_period 5.5
set clk_io_pct 0.2

create_clock -name clk0 -period $clk_period [get_ports {clk}]

set non_clock_inputs [all_inputs -no_clocks]
set_input_delay [expr $clk_period * $clk_io_pct] -clock clk0 $non_clock_inputs
set_output_delay [expr $clk_period * $clk_io_pct] -clock clk0 [all_outputs]
==> run summary <==
impl run done, here's what came out: outcome=complete, no violations, port buffer count=23, fa+ha+maj area frac=1.078%, RSZ-0062 raised after global routing=no, startpoint types=primary input, Antenna diodes=0, Leak=about 0.0035 µW, Setup TNS=0 ns, ratio of cells with drive above 1 in the final layout=13.33%, first-pass GRT wire length=~28000 µm, via count=between 4000 and 5000, tool warnings=28, Synth Cell Area=8125 µm², Rel. slew slack=between 40% and 50%, Max IR drop VDD=around 0.22 mV, Reg2Reg Setup Slack=between 2 and 2.5 ns, GR Overflow Total=0, Crit-path slowest cell=nor3_1, hold slack=0.4968 ns, most frequent logic cell in the layout=edfxtp_1, yosys stat cell total=571, Hold Buf Count CTS=0, initial DRC count=approximately 440, synthesis warning total=0, Area Overhead vs Synth=15.06%, Synth logic family=simple AND/OR/NAND/NOR gates, Critical Path, Cell by Cell=clkdlybuf4s50_1, clkinv_1, nor2_1, buf_4, nand3_1, nor3_1, nand2b_1, initial antenna violation count=0, most instantiated logic cells after routing=151 x edfxtp_1, 148 x and2_1, 37 x nor2_1, FF-to-FF Start=wr_pointer[2], AO/OA Area Share=between 3 and 4%, FF+latch area=approximately 5000 µm², Unique cell types=51, mux frac, synth=between 10% and 20%, crit path kind=in2reg, number of CTS-inserted buffers=17, actual slew at the worst max-slew pin=~0.79 ns, Max Transition Viols Final=0, final setup violation count=0, CTS tree=yes, CP max FO=20, worst hold stages=2, htree depth=4, Wirelength per Cell=between 15 and 20 µm, Worst Setup End Kind=flop, all-layer global routing usage=about 14%, Post-Synthesis Cells=571, CTS resizes=0, and+or+nand+nor area frac=between 15 and 20%, largest net degree at the start of global routing=36, worst r2r path cells=6, Req. time, crit path=around 5.6 ns, detailed-route DRC error count=0, Min-Delay Path Class=reg2reg, Final period util=between 60 and 70%, FMAX=around 260 MHz, core footprint=26280 µm², RD Place Congestion=about 0.87, clk root buf=clkbuf_16, post-route ant nets=0, post-DP HPWL=about 12000 µm, Final min period=3.829 ns, fillers=around 2400, # rows=roughly 60, Hold Fails Final Rpt=0, CTS Sinks=174, total setup buffers inserted after CTS=0, Syn Area/Cell=~14 µm², Power, Total=about 3300 µW, multi-input combinational cell area=2927 µm², Reg clk slew, reported paths=about 0.06 ns, vias in the first global route=about 4700, Ports=24, Die X=around 170 µm, post-synthesis sequential area ratio=about three fifths, crit-path max cell delay=approximately 0.61 ns, critical path arrival=~3.9 ns, Latency at later pin=about 0.42 ns, router iterations before antenna repair=17, worst hold endpoint=data_out[3], pwr/cell area=349.7 nW/µm², RR Endpoint=mem[1][8], CTS max path bufs=2, final WL=between 15000 and 20000 µm, FP Util=a little over 30%, clk_skew=0.009229 ns, vias per cell=roughly 4.8, die area=27750 µm², YS chip area=a little over 8000 µm², die y size=166.6 µm, Synth Area in XOR/XNOR=under 10%, Max-Cap Viols=0, flops out of synthesis=about 170, critical hold path startpoint=data_out[3]
-- worst max-delay path by stage --
stage	startpoint	end	slack (ns)
4_1_cts	rstn	mem[2][0]	1.69
5_1_grt	rstn	mem[0][2]	1.28
6_report	rstn	mem[1][8]	1.67
-- cell usage after synthesis (all sizes together) --
| cell | number | share of area, % |
|---|---|---|
| nor2b | 3 | 0.23 |
| nor3 | 8 | 0.49 |
| clkbuf | 16 | 0.74 |
| inv | 6 | 0.28 |
| a311oi | 1 | 0.11 |
| mux2i | 16 | 2.0 |
| xor2 | 13 | 1.4 |
| o31a | 1 | 0.11 |
| nor2 | 37 | 1.7 |
| nand4b | 1 | 0.11 |
| a21boi | 3 | 0.32 |
| a32o | 1 | 0.12 |
| nand3 | 9 | 0.55 |
| nand4 | 5 | 0.38 |
| nand2 | 16 | 0.74 |
| o21ai | 15 | 0.92 |
| buf | 12 | 1.4 |
| nor4 | 3 | 0.38 |
| a22oi | 3 | 0.28 |
| a31o | 1 | 0.11 |
| o221a | 1 | 0.25 |
| dfxtp | 23 | 5.7 |
| clkinv | 1 | 0.046 |
| or2 | 1 | 0.077 |
| and2 | 149 | 12 |
| a41o | 1 | 0.12 |
| mux4 | 35 | 10 |
| ha | 7 | 1.1 |
| a221oi | 4 | 0.51 |
| a211oi | 1 | 0.092 |
| mux2 | 1 | 0.14 |
| nand2b | 7 | 0.54 |
| or3 | 2 | 0.15 |
| a31oi | 1 | 0.077 |
| o21bai | 1 | 0.092 |
| a21oi | 5 | 0.31 |
| xnor2 | 7 | 0.75 |
| o21a | 2 | 0.18 |
| o21ba | 1 | 0.12 |
| edfxtp | 151 | 56 |
-- stage by stage --
step | setup slack [ns] | area, µm² | util [%] | cells
after floorplan | 2.491 | 8125 | - | 571
after global placement | 1.453 | 8726 | 33.20 | 918
after detailed placement | 1.250 | 8726 | 33.20 | 918
after CTS | 1.693 | 9349 | 35.57 | 950
after global routing | 1.279 | 9349 | 35.57 | 950
final | 1.671 | 9349 | 35.57 | 950
-- report_power, final --
group | leakage, µW | internal (µW) | switching [µW] | total [µW]
registers | 0.00186 | 1520 | 45.4 | 1560
clock network | 0.000290 | 760 | 492 | 1250
logic | 0.00131 | 208 | 246 | 454
-- routing by layer --
metal,global-route usage (%),vias up,routed length (µm)
li1,-,2156,-
met1,19.73,2248,7731
met2,21.61,179,8360
met3,6.633,13,1741
met4,1.812,0,219
met5,0,-,0
-- critical path: cells and delay by family --
family / cells / cell delay (ns)
buffers and inverters: 3 / 1.22
and+or+nand+nor: 4 / 1.56
-- logic make-up (layout without fill, tap and decap cells) --
logic type / Yosys count / in the layout
XOR/XNOR: 20 / 20
multiplexers: 52 / 52
adder cells (fa/ha/maj): 7 / 7
AND/OR/NAND/NOR: 241 / 241
buffers and inverters: 35 / 79
AND-OR/OR-AND: 42 / 42
flip-flops: 174 / 174
-- flip-flops by register name, indices dropped and copies added (netlist names), named ones only --
| name | flops |
|---|---|
| rd_pointer | 5 |
| count | 7 |
| data_out | 8 |
| mem | 144 |
| wr_pointer | 5 |
| lfd_state_t | 1 |
-- cell type report --
class | instances | share of cell area, %
Clock inverter | 14 | 2.074
Sequential cell | 174 | 53.44
Tap cell | 335 | 4.483
Timing Repair Buffer | 40 | 3.828
Clock buffer | 18 | 4.590
Inverter | 7 | 0.2810
Multi-Input combinational cell | 362 | 31.30
Power and IR drop assume default switching activity.
